<file path="./config.mk">
export PLATFORM = sky130hd
export DESIGN_NAME = divider_controlpath
export DESIGN_NICKNAME = divider_controlpath
export VERILOG_FILES = /design/flow/design.v
export SDC_FILE = /design/flow/constraint.sdc
export NUM_CORES = 4
export LEC_CHECK = 1
export CORE_AREA = 10 10 84 84
export DIE_AREA = 0 0 94 94
</file>
<file path="./constraint.sdc">
current_design divider_controlpath

set clk_period 3.8
set clk_io_pct 0.2

create_clock -name clk0 -period $clk_period [get_ports {clk}]

set non_clock_inputs [all_inputs -no_clocks]
set_input_delay [expr $clk_period * $clk_io_pct] -clock clk0 $non_clock_inputs
set_output_delay [expr $clk_period * $clk_io_pct] -clock clk0 [all_outputs]
</file>
<file path="./design.v">
module divider_controlpath(
    input clk,
    input reset,
    input go,
    input [8:0] q,
    input [4:0] divisor,
    output reg loadd,
    output reg loadq0,
    output reg q0,
    output reg shift,
    output reg add_sub
);
    reg [4:0] current_state, next_state;
    reg [2:0] count;
    localparam LOAD           = 5'd0,
               LOAD_WAIT      = 3'd1,
               SHIFT_LEFT_1   = 5'd2,
               SUBTRACT_1     = 5'd3,
               SET_Q_1_1      = 5'd4,
               ADD_1          = 5'd5,
               SET_Q_0_1      = 5'd6,
               SHIFT_LEFT_2   = 5'd7,
               SUBTRACT_2     = 5'd8,
               SET_Q_1_2      = 5'd9,
               ADD_2          = 5'd10,
               SET_Q_0_2      = 5'd11,
               SHIFT_LEFT_3   = 5'd12,
               SUBTRACT_3     = 5'd13,
               SET_Q_1_3      = 5'd14,
               ADD_3          = 5'd15,
               SET_Q_0_3      = 5'd16,
               SHIFT_LEFT_4   = 5'd17,
               SUBTRACT_4     = 5'd18,
               SET_Q_1_4      = 5'd19,
               ADD_4          = 5'd20,
               SET_Q_0_4      = 5'd21;
    initial
    begin
        count = 2'b00;
    end
    always @*
    begin: state_table
        case (current_state)
            LOAD: next_state = go ? LOAD_WAIT : LOAD;
            LOAD_WAIT: next_state = go ? LOAD_WAIT : SHIFT_LEFT_1;
            SHIFT_LEFT_1: next_state = SUBTRACT_1;
            SUBTRACT_1: next_state = (divisor > q[8:4]) ? ADD_1 : SET_Q_1_1;
            SET_Q_1_1: next_state = SHIFT_LEFT_2;
            ADD_1: next_state = SET_Q_0_1;
            SET_Q_0_1: next_state = SHIFT_LEFT_2;
            SHIFT_LEFT_2: next_state = SUBTRACT_2;
            SUBTRACT_2: next_state = (divisor > q[8:4]) ? ADD_2 : SET_Q_1_2;
            SET_Q_1_2: next_state = SHIFT_LEFT_3;
            ADD_2: next_state = SET_Q_0_2;
            SET_Q_0_2: next_state = SHIFT_LEFT_3;
            SHIFT_LEFT_3: next_state = SUBTRACT_3;
            SUBTRACT_3: next_state = (divisor > q[8:4]) ? ADD_3 : SET_Q_1_3;
            SET_Q_1_3: next_state = SHIFT_LEFT_4;
            ADD_3: next_state = SET_Q_0_3;
            SET_Q_0_3: next_state = SHIFT_LEFT_4;
            SHIFT_LEFT_4: next_state = SUBTRACT_4;
            SUBTRACT_4: next_state = (divisor > q[8:4]) ? ADD_4 : SET_Q_1_4;
            SET_Q_1_4: next_state = LOAD;
            ADD_4: next_state = SET_Q_0_4;
            SET_Q_0_4: next_state = LOAD;
            default: next_state = LOAD;
        endcase
    end
    always @*
    begin: enable_signals
        loadd = 1'b0;
        loadq0 = 1'b0;
        q0 = 1'b0;
        shift = 1'b0;
        add_sub = 1'b0;
        case (current_state)
            LOAD: ;
            SHIFT_LEFT_1: shift = 1'b1;
            SUBTRACT_1: begin
                loadd = 1'b1;
                add_sub = 1'b1;
                end
            SET_Q_1_1: begin
                loadq0 = 1'b1;
                q0 = 1'b1;
                end
            ADD_1: begin
                loadd = 1'b1;
                add_sub = 1'b0;
                end
            SET_Q_0_1: begin
                loadq0 = 1'b1;
                q0 = 1'b0;
                end
            SHIFT_LEFT_2: shift = 1'b1;
            SUBTRACT_2: begin
                loadd = 1'b1;
                add_sub = 1'b1;
                end
            SET_Q_1_2: begin
                loadq0 = 1'b1;
                q0 = 1'b1;
                end
            ADD_2: begin
                loadd = 1'b1;
                add_sub = 1'b0;
                end
            SET_Q_0_2: begin
                loadq0 = 1'b1;
                q0 = 1'b0;
                end
            SHIFT_LEFT_3: shift = 1'b1;
            SUBTRACT_3: begin
                loadd = 1'b1;
                add_sub = 1'b1;
                end
            SET_Q_1_3: begin
                loadq0 = 1'b1;
                q0 = 1'b1;
                end
            ADD_3: begin
                loadd = 1'b1;
                add_sub = 1'b0;
                end
            SET_Q_0_3: begin
                loadq0 = 1'b1;
                q0 = 1'b0;
                end
            SHIFT_LEFT_4: shift = 1'b1;
            SUBTRACT_4: begin
                loadd = 1'b1;
                add_sub = 1'b1;
                end
            SET_Q_1_4: begin
                loadq0 = 1'b1;
                q0 = 1'b1;
                end
            ADD_4: begin
                loadd = 1'b1;
                add_sub = 1'b0;
                end
            SET_Q_0_4: begin
                loadq0 = 1'b1;
                q0 = 1'b0;
            end
        endcase
    end
    always @(posedge clk)
    begin
        if (reset)
        begin
            current_state <= LOAD;
        end
        else
            current_state <= next_state;
    end
endmodule
</file>
<file path="./run.sh">
#!/bin/bash
# OpenROAD 26Q1-2900-gdf79404cd8, Yosys 0.63+post, stock flow scripts
make -C /OpenROAD-flow-scripts/flow DESIGN_CONFIG=/design/flow/config.mk WORK_HOME=/design/flow/orfs finish
</file>
==> out/results.ini <==
[status]
status = finished, final reports clean

[clock_tree]
cts_sinks = 10
h-tree-depth = 1
cts_setup_buffers = 0
root_buffer = clkbuf_8
cts_buffer_depth = 2
clkSlewWorstSetupHoldPaths_ps = 50
clk_latency_ps = 230
postCtsHoldBufs = 0
numCtsBuffers = 3
cts_resized = 0
cts_tree = built

[floorplan]
die_w_um = 94
chip_area_sq_um = 8840
fp_util_pct = 20.4
core-area_sq_um = 5200
fp-row-count = 26
die_h_um = 94
ios = 22

[yosys]
ys_types = 44
numSynthFlops = 10
synth_cells = 132
ys_seq_share_pct = 18.8
edf_count = 0
synthesis.area_sq_um = 1060
ys_area_sq_um = 1060
ff_type = dfxtp_1
async_flop_share_pct = 0
yosysCellCount = 132
synth_warnings = 1
syn_avg_cell_area_sq_um = 8.06

[timing]
timing.final.crit_share_pct = 91.6
final.setup_skew_ps = 4.62
slew_viol_final = 0
clock.fmax_mhz = 287
rsz0062_at_grt = no
setup-violations-final = 0
slew_headroom_pct = 56.4
tightest_slew_ps = 652
layout_min_cycle_time_ps = 3480
finalHoldViolations = 0
tns_ps = 0

[final_layout]
lay_top_count = clkdlybuf4s50_1
drive_gt1_share_pct = 10.1
stdcell_area_sq_um = 1340
syn2layout_area_growth_pct = 25.6
fillers = 567
lay_top_cells = clkdlybuf4s50_1 (17), inv_1 (13), nor2_1 (13)
fin_util_pct = 25.7

[worst_setup_path]
startpoint = q[8]
worst-path-max-fanout = 4
path_class = input pin to flop
end_kind = flop
arrival_ps = 3600
timing.rr.start = current_state[2]
worstPathRequired_ps = 3920
start_kind = input pin

[place]
place_congestion = 0.780
placed_area_sq_um = 1290
hpwl_um = 1780
io_buffers = 17

[pwr]
p_per_area_nw_per_um2 = 284
total_power_w = 0.000380
peakVddDrop_mv = 0.0892
p_leak_nw = 0.540

[detailed_routing]
ant_nets = 0
routed_wl_um = 2310
drc = 0
n_antenna_cell = 0
avgViaCountPerCell = 4.33
drt_iter0_markers = 102
dr.pass1.iters = 4
vias = 945
wl_per_cell_um = 10.6

[global_routing]
grt_pass1_wl_um = 4140
track_usage_pct = 5.39
grt_pass1_vias = 907
antenna_found_initial = 0
gr-total-overflow = 0
grt_max_degree = 19

[min_path]
min-delay-start = current_state[4]
hp-class = flop to flop

[run]
maxCapViolations = 0
warning_count = 33

-- stage by stage --
step                std cells  hold slack (ps)  setup slack [ps]
floorplan                 132              647               650
global route              218              916              74.5
finish                    218              850               319
global placement          215              834               102
detailed placement        215              828              84.1
CTS                       218              846               322
-- final timing paths --
kind                      end  slack (ps)  cells past startpoint
max                    loadq0         320                     14
min          current_state[2]         850                      2
max reg2reg            loadq0        1030                     11
min reg2reg  current_state[2]         850                      2
-- cells by family after synthesis --
kind of cell	count (synthesis)	synth area share, %
AOI/OAI and AO/OA	41	29.2
adders and majority gates	12	13.9
and+or+nand+nor	42	22.4
DFF	10	18.8
muxes	7	6.59
buffers and inverters	20	9.18
-- report_power, final --
group	internal [W]	switching, W	total, W
logic	0.0000727	0.0000677	0.000140
registers	0.000115	0.0000203	0.000135
clock network	0.0000689	0.0000356	0.000104
-- critical path: stages --
cell,delay [ps]
clkdlybuf4s50_1,450
inv_1,40
ha_1,320
a21oi_1,140
o21ai_0,90
o22ai_1,310
mux2i_1,180
nor2_1,260
inv_1,140
ha_1,240
a31oi_1,140
nor2_1,60
o21a_1,190
a221o_1,280
-- Yosys cell counts, types with 2 or more instances --
master	n	area share [%]
o21ai_0	8	3.8
nor2_1	13	4.6
a21o_1	2	1.4
buf_6	2	2.1
mux2i_1	7	6.6
nand3_1	2	0.94
o211ai_1	3	2.1
a221o_1	2	1.9
and2_1	2	1.2
ha_1	11	13
o21a_1	2	1.4
nand2_1	12	4.2
a21oi_1	6	2.8
inv_1	13	4.6
dfxtp_1	10	19
nand4_1	2	1.2
a31oi_1	2	1.2
buf_2	3	1.4
o22ai_1	5	2.9
-- area by class of cell --
type / count / area (sq um) / share of cell area [%]
timing repair buffer: 20 / 193 / 14.4
sequential: 10 / 200 / 15.0
inverter: 13 / 48.8 / 3.65
multi-input combinational: 102 / 766 / 57.3
clock buffer: 3 / 41.3 / 3.09
tap: 70 / 87.6 / 6.55
-- flip-flops by register name (all words and copies together) (netlist names) --
signal,flops
loadd,1
shift,1
loadq0,1
q0,1
add_sub,1
current_state,5
-- per-layer routing --
| metal | up-vias | share of wire (%) | track usage (%) |
|---|---|---|---|
| li1 | 509 | - | - |
| met1 | 423 | 46 | 7.15 |
| met2 | 11 | 51 | 9.16 |
| met3 | 2 | 2.4 | 0.727 |
| met4 | 0 | 0.95 | 0.886 |
| met5 | - | 0 | 0 |

==> design/flow/run.sh <==
#!/bin/bash
# OpenROAD 26Q1-2900-gdf79404cd8, Yosys 0.63+post, stock flow scripts
make -C /OpenROAD-flow-scripts/flow DESIGN_CONFIG=/design/flow/config.mk WORK_HOME=/design/flow/orfs finish
==> design/flow/config.mk <==
export PLATFORM = sky130hd
export DESIGN_NAME = divider_datapath
export DESIGN_NICKNAME = divider_datapath
export VERILOG_FILES = /design/flow/design.v
export SDC_FILE = /design/flow/constraint.sdc
export NUM_CORES = 4
export LEC_CHECK = 1
export CORE_AREA = 10 10 87 87
export DIE_AREA = 0 0 97 97
==> design/flow/constraint.sdc <==
current_design divider_datapath

set clk_period 5.0
set clk_io_pct 0.2

create_clock -name clk0 -period $clk_period [get_ports {clk}]

set non_clock_inputs [all_inputs -no_clocks]
set_input_delay [expr $clk_period * $clk_io_pct] -clock clk0 $non_clock_inputs
set_output_delay [expr $clk_period * $clk_io_pct] -clock clk0 [all_outputs]
==> design/flow/design.v <==
module divider_datapath(
    input clk,
    input reset,
    input go,
    input [3:0] dividend,
    input [4:0] divisor,
    input loadd,
    input loadq0,
    input q0,
    input shift,
    input add_sub,
    output reg [8:0] q
);
    reg [4:0] sum;
    always @*
        sum = add_sub ? q[8:4] - divisor : q[8:4] + divisor;
    always @(posedge clk)
    begin
        if (reset)
            q <= 9'b0;
        else if (go)
            q <= {5'b0, dividend};
        else if (loadq0)
            q[0] <= q0;
        else if (loadd)
            q[8:4] <= sum;
        else if (shift)
        begin
            q[8] <= q[7];
            q[7] <= q[6];
            q[6] <= q[5];
            q[5] <= q[4];
            q[4] <= q[3];
            q[3] <= q[2];
            q[2] <= q[1];
            q[1] <= q[0];
            q[0] <= 1'b0;
        end
    end
endmodule
==> flow_summary.ini <==
; physical design summary
[status]
status = complete, no violations

[detailed_routing]
antenna_cells = 0
ant_nets = 0
routed_wl_mm = 1.80
wl_per_cell_um = 10.1
drc = 0
drtPass1Iterations = 4
vias = 626
vias_per_cell = 3.50
drt-initial-drc-count = 16

[critical_path]
required_ps = 5090
setup.worst_path.end_class = flip-flop
crit_buf_inv = 3
worst_setup_path_start_kind = input port
cp_slowest_cell = clkdlybuf4s50_1
critical_path.top_delay_family = adder cells
cpMostUsedCell = inv_1
cpPeakStageDelay_ps = 510
critical_path_peak_fanout = 3
crit_type = input port to flip-flop
arrival_ps = 3050
cp_cell_sequence = clkdlybuf4s50_1, inv_1, ha_1, mux2_2, fa_1, inv_1, a21o_1, a21oi_1, xnor2_1, a31oi_1

[clock_tree]
clock_path_buffers = 2
post_cts_buffers = 0
cts_buffers = 3
cts-htree-levels = 1
ctsResizeCount = 0
cts_tree = done
cts.sinks = 9
cts_hold_buf = 0
clk_pin_slew_ps = 40
insertion_delay_ps = 230
cts-root-buf = clkbuf_8

[finish]
syn_to_final_growth_pct = 54.4
final_area_um2 = 1030
final_core_util_pct = 18.3
regMostFlops = q
drive_gt1_share_pct = 4.67
largest_register_ffs = 9
largestRegisters = q: 9 flops

[yosys]
ys_cells = 81
yosysChipArea_um2 = 669
ys_sh_mux_pct = 12.1
ys_sh_aoi_pct = 14.0
synthAdderAreaFrac_pct = 12.3
yosysTopAreaCell = dfxtp_1
synth_warnings = 1
synth.area.top_cells = dfxtp_1 (27%), mux2i_1 (10%), nor2_1 (9.5%), ha_1 (9.3%), xnor2_1 (7.9%)
simple_gate_share_pct = 17.8
synthCells = 81
top_cell = nor2_1
ys_async_sr_fraction_pct = 0
edf_count = 0
synth_area_per_cell_um2 = 8.26
synth_cell_type_count = 24
synthFlopType = dfxtp_1
top_logic_kind = simple AND/OR/NAND/NOR gates
top_area_share_pct = 26.9
postSynthSeqShare_pct = 26.9
ys_sh_xor_pct = 9.16
synth_area_um2 = 669
common_cells = nor2_1 (17), a21oi_1 (9), dfxtp_1 (9), inv_1 (8), mux2i_1 (7)
synth_flop_count = 9

[sta]
relSlewSlack_pct = 68.5
fin_crit_ps = 2960
fin_tns_setup_ps = 0
final_hold_viol_count = 0
tightest_slew_ps = 471
setup_viol = 0
rsz0062_at_grt = false
fin_crit_sh_pct = 59.1
fmax_mhz = 338
finalMaxSlewViolations = 0
skew_ps = 1.34
whs_ps = 529

[global_route]
grt_max_degree = 10
grt_pass1_wl_mm = 3.05
first_global_vias = 641
grt_usage_pct = 3.83
antenna_found_initial = 0
grt_overflow = 0

[power_and_ir_drop]
cellLeakagePower_nw = 0.398
vdd_drop_max_mv = 0.144
total_power_uw = 225
powerDensity_nw_per_um2 = 218

[worst_hold_path]
hp-class = flip-flop to flip-flop

[placed_design]
post-dp-hpwl_mm = 1.51
place_area_um2 = 988
gp_congestion = 0.818
port_buffers = 25

[floorplanning]
fp.dieH_um = 97
fp.dieW_um = 97
core_region_area_um2 = 5640
io_pins = 26
fp-utilization_pct = 11.9
row_count = 27
die_area_um2 = 9410

[run]
warning_count = 25
maxCapViolations = 0
[where the power goes]
group	internal, mW	switching, mW	total, mW
registers	0.0756	0.00337	0.0790
logic	0.0373	0.0260	0.0633
clock network	0.0555	0.0275	0.0830
[cell usage in the layout, fill, tap and decap left out, types with 2 or more instances in the layout]
cell type        netlist  final
inv_1                  8      8
clkbuf_8               0      3
nor3_1                 2      2
ha_1                   5      5
a21oi_1                9      9
clkdlybuf4s50_1        0     25
nor2_1                17     17
a21o_1                 2      2
mux2i_1                7      7
dfxtp_1                9      9
xnor2_1                6      6
[worst paths after layout]
kind | startpoint | endpoint | slack (ps) | cells past startpoint
worst min-delay path | q[8] | q[8] | 530 | 2
worst min register to register | q[8] | q[8] | 530 | 2
worst max register to register | q[4] | q[8] | 3310 | 8
worst max-delay path | divisor[0] | q[8] | 2040 | 10
[cells by family (layout without fill, tap and decap cells)]
group           after synthesis  count (layout)
compound gates               16              16
simple gates                 24              24
buf+inv                      11              37
flops                         9               9
fa+ha+maj                     6               6
mux                           8               8
xor+xnor                      7               7
[per-layer routing]
layer / vias up / routed length, µm / global-route usage (%)
li1: 326 / - / -
met1: 276 / 948 / 5.38
met2: 22 / 636 / 5.06
met3: 2 / 212 / 2.36
met4: 0 / 6 / 0.113
met5: - / 0 / 0
[worst reg2reg max path, stage by stage, from the launching register on]
cell and delay, ps:
dfxtp_1 390, inv_1 60, ha_1 200, fa_1 400, inv_1 80, a21o_1 100
a21oi_1 70, xnor2_1 160, a31oi_1 100
[area by class of cell]
class / instances / area (µm²)
Fill cell: 621 / 4610
Sequential cell: 9 / 180
Inverter: 8 / 30.0
Timing Repair Buffer: 25 / 250
Tap cell: 72 / 90.1
Clock buffer: 4 / 45.0
Multi-Input combinational cell: 61 / 438
[stage by stage]
step	setup WS [ps]	instances
global placement	1830	175
finish	2040	179
global route	1880	179
detailed placement	1800	175
floorplan	2460	81
CTS	2030	179
Power and IR drop assume default switching activity.
